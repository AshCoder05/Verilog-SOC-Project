`./design.v`:
```
module datapath (
    input wire clk,
    input wire rst,
    input wire ld_regs,   
    input wire add_en,   
    input wire shift_en,  
    input wire [3:0] multiplier_in,   
    input wire [3:0] multiplicand_in, 
    output wire q0,       
    output wire [7:0] product_out
);
    reg [3:0] M;
    reg [3:0] Q;
    always @(posedge clk or posedge rst) begin
        if (rst) begin
            A <= 0;
            M <= 0;
            Q <= 0;
        end 
        else if (ld_regs) begin
            M <= multiplicand_in;
            Q <= multiplier_in;
            A <= 0; 
        end 
        else begin
            if (add_en) begin
                A <= A + M;
            end
            if (shift_en) begin
                {A, Q} <= {A, Q} >> 1;
            end
        end
    end
    assign q0 = Q[0];        
    assign product_out = {A[3:0], Q}; 
endmodule
```
`./run.sh`:
```
#!/bin/bash
# OpenROAD 26Q1-2900-gdf79404cd8, Yosys 0.63+post, stock flow scripts
make -C /OpenROAD-flow-scripts/flow DESIGN_CONFIG=/design/flow/config.mk WORK_HOME=/design/flow/orfs finish
```
`./config.mk`:
```
export PLATFORM = sky130hd
export DESIGN_NAME = datapath
export DESIGN_NICKNAME = datapath
export VERILOG_FILES = /design/flow/design.v
export SDC_FILE = /design/flow/constraint.sdc
export NUM_CORES = 4
export LEC_CHECK = 1
export CORE_AREA = 10 10 70 70
export DIE_AREA = 0 0 80 80
```
`./constraint.sdc`:
```
current_design datapath

set clk_period 1.3
set clk_io_pct 0.2

create_clock -name clk0 -period $clk_period [get_ports {clk}]

set non_clock_inputs [all_inputs -no_clocks]
set_input_delay [expr $clk_period * $clk_io_pct] -clock clk0 $non_clock_inputs
set_output_delay [expr $clk_period * $clk_io_pct] -clock clk0 [all_outputs]
```
==> results.py <==
# Metrics from the implementation run
metrics = {
    "power": {
        "power_density_nw_per_um2": 893,
        "vdd_ir_drop_max_uv": 126,
        "p_leak_nw": 0.248,
    },
    "layout": {
        "final_area_sq_um": 541,
        "fin_cells": 95,
        "flop_area_sq_um": 150,
        "mostFrequentLayoutCell": "clkdlybuf4s50_1",
        "postLayoutCoreUtil": 0.158,
        "drive_gt1_frac": 0.204,
        "most-common-layout-cells": "9 x clkdlybuf4s50_1, 6 x dfrtp_1, 5 x dlygate4sd2_1, 5 x buf_4",
        "fillers": 389,
        "comb_area_sq_um": 135,
        "syn_to_final_growth_pct": 61.8,
    },
    "global_routing": {
        "antenna_found_initial": 0,
        "grt_pass1_wl_um": 1570,
        "grt_max_degree": 10,
        "grtUsageTotal": 0.0304,
        "grt.overflow.total": 0,
        "grt_pass1_vias": 303,
    },
    "sta": {
        "setup_viol": 0,
        "slew_viol_final": 0,
        "fin_skew_ps": 0.492,
        "timing.final.ws_setup_ps": 181,
        "rsz0062_at_grt": "no",
        "min_period_over_period": 0.861,
        "fmax_mhz": 894,
        "hold_slack_ps": 230,
        "min_period_ps": 1120,
        "hold_violations": 0,
    },
    "detailed_routing": {
        "drcViolationCount": 0,
        "wirelength_um": 892,
        "num_vias": 250,
        "vias_per_cell": 2.63,
        "drt_iter0_markers": 3,
        "diodes": 0,
        "firstDrtPassIters": 3,
        "avgRoutedWirePerCell_um": 9.39,
        "ant_nets": 0,
    },
    "clocking": {
        "htreeDepth": 1,
        "cts_root_buf": "clkbuf_4",
        "clk_pin_slew_ps": 40,
        "cts_buffers": 3,
        "cts_hold_buf": 0,
        "cts_buffer_depth": 2,
        "cts.sinks": 6,
        "clock_latency_ps": 240,
        "cts_tree": "yes",
    },
    "logic_synthesis": {
        "syn_area_sq_um": 334,
        "netlist_instances": 31,
        "synth_seq_share": 0.449,
        "numSynthFlops": 6,
        "netlist-cell-type-count": 12,
        "yosys-stat-cells": 31,
        "synth-warning-count": 6,
        "avgSynthCellArea_sq_um": 10.8,
        "yosys.stat.chipArea_sq_um": 334,
    },
    "placement": {
        "placed_cell_area_sq_um": 502,
        "post-place-ws_ps": -8.07,
        "dpl.cell_count": 89,
        "gp_congestion": 0.747,
        "port_buffers": 14,
        "place_hpwl_um": 784,
    },
    "critical_path": {
        "crit_chain": "dlygate4sd2_1",
        "start_kind": "flop",
        "reg2reg_slack_ps": 460,
        "max_stage_delay_ps": 370,
        "worstReg2RegStart": "A$_DFFE_PP0P_",
        "startpoint": "Q[3]$_DFFE_PP0P_",
        "critPathMaxFanout": 2,
        "slowest_stage": "dfrtp_1",
        "critPathTopFamily": "flip-flops",
        "arrival_ps": 860,
        "cp-end-kind": "output pin",
        "crit_required_ps": 1040,
        "crit_buf_inv": 1,
        "crit_type": "flop to output pin",
    },
    "floorplanning": {
        "fp.dieW_um": 80,
        "chipArea_sq_um": 6400,
        "fp_util": 0.0978,
        "core.rowCount": 21,
        "pin_count": 22,
        "fp.dieH_um": 80,
        "fp.coreArea_sq_um": 3420,
    },
    "job": {
        "drv_cap": 0,
        "warning_count": 28,
    },
    "run_status": {
        "status": "finished, final reports clean",
    },
    "worst_hold_path": {
        "hp-class": "input pin to asynchronous set/reset pin",
    },
}
==> path summary, 6_finish.rpt <==
check	depth (start not counted)	to
worst max-delay path	1	product_out[3]
worst min-delay path	2	Q[1]$_DFFE_PP0P_
worst max register to register	2	A$_DFFE_PP0P_
worst min register to register	1	M$_DFFE_PP0P_
max in group asynchronous	2	A$_DFFE_PP0P_
min in group clk0	1	M$_DFFE_PP0P_
==> Yosys cell counts <==
cell type / count / area share
dfrtp_1: 6 / 0.45
o21ai_1: 4 / 0.060
inv_1: 1 / 0.011
buf_4: 6 / 0.13
conb_1: 1 / 0.011
nand2_1: 4 / 0.045
buf_6: 1 / 0.034
a211oi_2: 1 / 0.037
nand3b_1: 1 / 0.022
a21bo_1: 1 / 0.030
mux2_4: 1 / 0.045
mux2i_1: 4 / 0.12
==> layer usage <==
| metal | part of all wire | GRT usage | up-vias |
|---|---|---|---|
| li1 | - | - | 132 |
| met1 | 0.34 | 0.0322 | 111 |
| met2 | 0.63 | 0.0602 | 5 |
| met3 | 0.0022 | 0 | 2 |
| met4 | 0.029 | 0.0141 | 0 |
| met5 | 0 | 0 | - |
==> power breakdown <==
group          leakage, nW  internal (mW)  switching (mW)
registers           0.0746          0.204         0.00982
logic                0.160         0.0709          0.0338
clock network       0.0138          0.104          0.0604
==> timing repair <==
action | CTS | global route
setup buffers | 3 | 0
gates resized | 5 | 0
setup endpoints to repair | 5 | 0
==> per-stage QoR <==
stage | TNS (ps) | total power, mW
floorplan | 0 | 0.267
global placement | 0 | 0.322
detailed placement | -11.3 | 0.324
CTS | 0 | 0.493
global route | 0 | 0.526
finish | 0 | 0.483
==> flip-flops by register name, summed over array words and instances (netlist names) <==
| register | flops |
|---|---|
| A | 1 |
| Q | 4 |
| M | 1 |
==> cell type report <==
| class | count | area share |
|---|---|---|
| flip-flops and latches | 6 | 0.278 |
| clock buffers | 3 | 0.0417 |
| multi-input cells | 20 | 0.250 |
| repair buffers | 19 | 0.317 |
| inverters | 1 | 0.00694 |
| well taps | 46 | 0.106 |
==> worst reg2reg max path: cells and delay by family, from the launching register on <==
kind | cells | cell delay (ps)
flip-flops | 1 | 380
AND-OR/OR-AND | 1 | 210
AND/OR/NAND/NOR | 1 | 170
==> logic make-up (layout without fill, tap and decap cells) <==
group,Yosys count,count (layout),synth area share
flip-flops,6,6,0.449
multiplexers,5,5,0.165
AND/OR/NAND/NOR,5,5,0.0674
other,1,4,0.0112
AND-OR/OR-AND,6,6,0.127
buffers and inverters,8,23,0.180
No activity file was given, so power comes from the tool's default toggle rates.
