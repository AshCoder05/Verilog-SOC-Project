**flow/design.v**
```verilog
module half_adder(input a, b, output s0, c0); 
  assign s0 = a ^ b;
  assign c0 = a & b;
endmodule
module full_adder(input a, b, cin, output s0, c0);
  assign s0 = a ^ b ^ cin;
  assign c0 = (a & b) | (b & cin) | (a & cin);
endmodule
module array_multiplier(input [3:0] A, B, output [7:0] Z);
  wire [3:0] p [3:0]; 
  wire s02, c02;
  wire s03, c03;
  wire s12, c12;
  wire s13, c13;
  wire s22, c22;
  wire s23, c23;
  wire c01, c11, c21, c31, c32;
  genvar g;
  generate
    for(g = 0; g < 4; g = g + 1) begin : GEN_PP
      assign p[g][0] = A[g] & B[0];
      assign p[g][1] = A[g] & B[1];
      assign p[g][2] = A[g] & B[2];
      assign p[g][3] = A[g] & B[3];
    end
  endgenerate
  assign Z[0] = p[0][0];
  half_adder h0(p[0][1], p[1][0], Z[1], c01);
  half_adder h1(p[1][1], p[2][0], s02, c02);
  half_adder h2(p[2][1], p[3][0], s03, c03);
  full_adder f0(p[0][2], c01, s02, Z[2], c11);
  full_adder f1(p[1][2], c02, s03, s12, c12);
  full_adder f2(p[2][2], c03, p[3][1], s13, c13);
  full_adder f3(p[0][3], c11, s12, Z[3], c21);
  full_adder f4(p[1][3], c12, s13, s22, c22);
  full_adder f5(p[2][3], c13, p[3][2], s23, c23);
  half_adder h3(c21, s22, Z[4], c31);
  full_adder f6(c31, c22, s23, Z[5], c32);
  full_adder f7(c32, c23, p[3][3], Z[6], Z[7]);
endmodule
```
**flow/run.sh**
```bash
#!/bin/bash
# OpenROAD 26Q1-2900-gdf79404cd8, Yosys 0.63+post, stock flow scripts
make -C /OpenROAD-flow-scripts/flow DESIGN_CONFIG=/design/flow/config.mk WORK_HOME=/design/flow/orfs finish
```
**flow/config.mk**
```make
export PLATFORM = sky130hd
export DESIGN_NAME = array_multiplier
export DESIGN_NICKNAME = array_multiplier
export VERILOG_FILES = /design/flow/design.v
export SDC_FILE = /design/flow/constraint.sdc
export NUM_CORES = 4
export LEC_CHECK = 1
export CORE_AREA = 10 10 70 70
export DIE_AREA = 0 0 80 80
```
**flow/constraint.sdc**
```tcl
current_design array_multiplier

set clk_period 5.1
set clk_io_pct 0.2

create_clock -name clk0 -period $clk_period

set non_clock_inputs [all_inputs -no_clocks]
set_input_delay [expr $clk_period * $clk_io_pct] -clock clk0 $non_clock_inputs
set_output_delay [expr $clk_period * $clk_io_pct] -clock clk0 [all_outputs]
```
==> node_exporter_impl.prom <==
# HELP chip_impl_metric Synthesis and place-and-route metrics
# TYPE chip_impl_metric gauge
chip_impl_info{name="run_status",value="completed"} 1
chip_impl_metric{name="syn-cell-area",unit="sq um"} 380.4
chip_impl_info{name="netlist_top_cells_area",value="sky130_fd_sc_hd__fa_1 (42%), sky130_fd_sc_hd__and2_1 (18%), sky130_fd_sc_hd__buf_4 (14%)"} 1
chip_impl_metric{name="portBuffers",unit=""} 16
chip_impl_metric{name="power_leakage",unit="nW"} 0.2774
chip_impl_metric{name="final-hold-violation-count",unit=""} 0
chip_impl_metric{name="yosysTopAreaCellShare",unit="%"} 42.11
chip_impl_metric{name="rows",unit=""} 21
chip_impl_metric{name="grt_start_max_net_pins",unit=""} 5
chip_impl_metric{name="required",unit="ns"} 4.08
chip_impl_metric{name="route.vias.total",unit=""} 267
chip_impl_metric{name="routedLengthMet1",unit="um"} 484
chip_impl_metric{name="routed_wire_length_per_instance",unit="um"} 8.232
chip_impl_metric{name="period_needed",unit="ns"} 4.958
chip_impl_metric{name="cellPowerDensity",unit="nW/um^2"} 95.87
chip_impl_metric{name="chipHeight",unit="um"} 80
chip_impl_metric{name="fp_util",unit="%"} 11.14
chip_impl_info{name="hold_path_startpoint",value="A[3]"} 1
chip_impl_metric{name="wl",unit="um"} 815
chip_impl_metric{name="grt_use_total",unit="%"} 2.795
chip_impl_info{name="crit_path_cell_trace",value="dlygate4sd2_1, and2_1, ha_1, inv_1, fa_1, inv_1, fa_2, ha_2, fa_2, fa_1, dlygate4sd2_1"} 1
chip_impl_metric{name="critical_path_peak_fanout",unit=""} 4
chip_impl_metric{name="sequential_cell_area",unit="sq um"} 0
chip_impl_metric{name="antenna_found_initial",unit=""} 0
chip_impl_info{name="hp-class",value="in -> out"} 1
chip_impl_info{name="critical_path_class",value="in -> out"} 1
chip_impl_metric{name="cp.buffers_inverters",unit=""} 4
chip_impl_metric{name="worst-slew-pin-transition",unit="ns"} 0.1436
chip_impl_metric{name="dpl.hpwl",unit="um"} 796.6
chip_impl_metric{name="max_stage_delay",unit="ns"} 0.53
chip_impl_metric{name="report.power.total",unit="mW"} 0.05362
chip_impl_info{name="rsz0062_at_grt",value="false"} 1
chip_impl_metric{name="ant_nets",unit=""} 0
chip_impl_metric{name="grt_first_pass_wirelength",unit="um"} 1476
chip_impl_info{name="top_routing_layer_in_use",value="met3"} 1
chip_impl_metric{name="critical_path_arrival",unit="ns"} 3.94
chip_impl_metric{name="io-pin-count",unit=""} 16
chip_impl_metric{name="chipArea",unit="sq um"} 6400
chip_impl_metric{name="number_of_buffers_inserted_to_repair_setup_after_cts",unit=""} 0
chip_impl_metric{name="area_growth",unit="%"} 47.04
chip_impl_metric{name="drive_above_1_share",unit="%"} 11.32
chip_impl_info{name="post-synth-top-count-cell",value="sky130_fd_sc_hd__and2_1"} 1
chip_impl_metric{name="detail_route.vias_per_cell",unit=""} 2.697
chip_impl_info{name="timing.critical_path.to_type",value="output pin"} 1
chip_impl_metric{name="count_of_flip_flops_and_latches",unit=""} 0
chip_impl_metric{name="initialDrtViolationCount",unit=""} 5
chip_impl_metric{name="max_slew_margin",unit="%"} 90.43
chip_impl_metric{name="stage_log_warnings",unit=""} 32
chip_impl_metric{name="ir_worst_vdd",unit="mV"} 0.02847
chip_impl_info{name="hold-path-endpoint",value="Z[7]"} 1
chip_impl_info{name="crit_path_top_delay_cell",value="sky130_fd_sc_hd__fa_1"} 1
chip_impl_metric{name="met2WireLength",unit="um"} 256
chip_impl_metric{name="number_of_cell_instances_after_yosys_synthesis",unit=""} 43
chip_impl_info{name="critical_path_launch_point_type",value="primary input"} 1
chip_impl_metric{name="globalRouteOverflowTotal",unit=""} 0
chip_impl_metric{name="final_layout_clock_buffer_total",unit=""} 0
chip_impl_metric{name="final_critical_path_setup_slack",unit="ns"} 0.1421
chip_impl_metric{name="first_global_vias",unit=""} 299
chip_impl_metric{name="synthesis.instances",unit=""} 43
chip_impl_metric{name="max-cap-violations",unit=""} 0
chip_impl_metric{name="floorplan.die.width",unit="um"} 80
chip_impl_metric{name="yosysSeqAreaShare",unit="%"} 0
chip_impl_info{name="top_cells_by_count",value="sky130_fd_sc_hd__and2_1 (11), sky130_fd_sc_hd__fa_1 (8), sky130_fd_sc_hd__inv_1 (8)"} 1
chip_impl_info{name="crit_family",value="adder cells"} 1
chip_impl_metric{name="synth.lib_cells_used.distinct",unit=""} 6
chip_impl_metric{name="preCtsSetupSlack",unit="ns"} -0.5038
chip_impl_metric{name="post_route_drc",unit=""} 0
chip_impl_metric{name="fmax",unit="GHz"} 0.2017
chip_impl_metric{name="yosysChipArea",unit="sq um"} 380.4
chip_impl_metric{name="mean_cell_area_of_the_mapped_netlist",unit="sq um"} 8.846
chip_impl_metric{name="ys.warnings.count",unit=""} 1
chip_impl_metric{name="post-route-period-util",unit="%"} 97.21
chip_impl_metric{name="hold-path-cell-count",unit=""} 4
chip_impl_metric{name="dr.pass1.iters",unit=""} 3
chip_impl_metric{name="place_congestion",unit=""} 0.7918
chip_impl_metric{name="wl_met3",unit="um"} 74
chip_impl_metric{name="slew_viol_final",unit=""} 0
chip_impl_metric{name="core",unit="sq um"} 3416
chip_impl_metric{name="finalSetupViolations",unit=""} 0
chip_impl_info{name="largest_area_contributor_in_the_netlist",value="sky130_fd_sc_hd__fa_1"} 1
chip_impl_metric{name="antenna-diode-count",unit=""} 0
chip_impl_metric{name="num-fill-cells",unit=""} 389
## power by group
group          total (mW)  leakage [nW]  switching (mW)  internal, mW
sequential              0             0               0             0
clock                   0             0               0             0
combinational      0.0536         0.277          0.0190        0.0347
## worst max path at each step
stage	startpoint	end	slack [ns]	cells past startpoint
final	B[1]	Z[6]	0.14	11
after CTS	B[1]	Z[7]	0.07	11
after global routing	B[1]	Z[6]	0.007	11
## cell usage in the layout, fill, tap and decap left out, drive strengths merged
| cell | count |
|---|---|
| fa | 8 |
| dlygate4sd2 | 7 |
| buf | 1 |
| ha | 4 |
| and2 | 11 |
| clkdlybuf4s50 | 7 |
| inv | 8 |
| nand2 | 5 |
| dlymetal6s2s | 2 |
## area by class of cell
type	instances	area [sq um]	share of cell area [%]
inverter	8	30.03	5.369
timing repair buffer	17	163.9	29.31
multi-input combinational	28	307.8	55.03
tap	46	57.56	10.29
## layer usage
layer	up-vias	GRT usage, %
met5	-	0
met4	0	0
met3	0	0.9091
met2	13	3.531
met1	115	4.595
li1	139	-
## stage by stage
| stage | TNS, ns | utilization (%) | cell area, sq um | hold WS (ns) | instances |
|---|---|---|---|---|---|
| floorplan | 0 | - | 380.4 | 2.112 | 43 |
| CTS | 0 | 16.23 | 554.3 | 2.807 | 99 |
| detailed placement | -0.8683 | 16.19 | 553.0 | 3.074 | 99 |
| global route | 0 | 16.37 | 559.3 | 2.727 | 99 |
| finish | 0 | 16.37 | 559.3 | 2.682 | 99 |
| global placement | -0.8061 | 16.19 | 553.0 | 3.072 | 99 |
## cells by family (layout without fill, tap and decap cells)
kind of cell,after synthesis,count (layout),share of synthesized area [%]
simple gates,16,16,23.03
buf+inv,15,25,21.71
fa+ha+maj,12,12,55.26
## timing repair
action	4_1_cts	5_1_grt
pin swaps	3	2
hold buffers	0	0
gates resized	11	3
hold endpoints to repair	0	0
setup endpoints to repair	3	1
Power figures rest on the tool's default switching activity, not on a simulated workload.
